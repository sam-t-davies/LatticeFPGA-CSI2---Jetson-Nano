File: flow/design.v
module image_generator ( 
                    reset_i,
					byte_clk_i,
					line_number_i,
                    hori_pixel_count_i,
					pixel_red_o,
					pixel_green_red_o,
					pixel_green_blue_o,
					pixel_blue_o
					);
	input reset_i;
	input byte_clk_i;
	input [11:0]line_number_i;
    input [11:0]hori_pixel_count_i;	
	output reg [9:0]pixel_red_o;
	output reg [9:0]pixel_green_red_o;
	output reg [9:0]pixel_green_blue_o;
	output reg [9:0]pixel_blue_o;
	reg [5:0]FrameCnt;
	reg FrameCntIncrComplete;
	reg [2:0]image_pattern;
	initial begin
		image_pattern <= 0;
		FrameCnt <= 6'd0;
		FrameCntIncrComplete <= 0;
	end
	always @(posedge byte_clk_i) begin
		if(~reset_i) begin
			image_pattern <= 3'd0;
			FrameCnt <= 6'd0;
			FrameCntIncrComplete <= 0;
		end
		else begin
			if(line_number_i == 1) begin
				if(FrameCntIncrComplete == 0) begin
					FrameCntIncrComplete <= 1;
				    FrameCnt <= FrameCnt + 1;
				    if(FrameCnt == 42) begin	            
					    if(image_pattern == 3) begin
						    image_pattern <= 0;
					    end
                        else begin
                            image_pattern <= image_pattern + 1;
                        end							
					    FrameCnt <= 0;
				    end
				end
			end
			else begin
				FrameCntIncrComplete <= 0;
			end
			if(image_pattern == 0) begin
				if((line_number_i <= 2464) && (line_number_i >= 1848)) begin
					pixel_red_o <=        10'b1111111111;   
	                pixel_green_red_o <=  10'b0000000000;    
	                pixel_green_blue_o <= 10'b0000000000;    
	                pixel_blue_o <=       10'b0000000000;
				end
				else if((line_number_i < 1848) && (line_number_i >= 1232)) begin
					pixel_red_o <=        10'b0000000000;   
	                pixel_green_red_o <=  10'b0000000000;    
	                pixel_green_blue_o <= 10'b0000000000;    
	                pixel_blue_o <=       10'b1111111111;
				end
				else if((line_number_i < 1232) && (line_number_i >= 616)) begin
					pixel_red_o <=        10'b0000000000;   
	                pixel_green_red_o <=  10'b1111111111;    
	                pixel_green_blue_o <= 10'b1111111111;    
	                pixel_blue_o <=       10'b0000000000;
				end
				else begin
					pixel_red_o <=        10'b1111111111;   
	                pixel_green_red_o <=  10'b1111111111;    
	                pixel_green_blue_o <= 10'b1111111111;    
	                pixel_blue_o <=       10'b1000000000;
				end					
			end
			else if(image_pattern == 1) begin
				if((hori_pixel_count_i <= 2040) && (hori_pixel_count_i >= 1530)) begin
					pixel_red_o <=        10'b1111111111;   
	                pixel_green_red_o <=  10'b0000000000;    
	                pixel_green_blue_o <= 10'b0000000000;    
	                pixel_blue_o <=       10'b0000000000;
				end
				else if((hori_pixel_count_i < 1530) && (hori_pixel_count_i >= 1020)) begin
					pixel_red_o <=        10'b0000000000;   
	                pixel_green_red_o <=  10'b0000000000;    
	                pixel_green_blue_o <= 10'b0000000000;    
	                pixel_blue_o <=       10'b1111111111;
				end
				else if((hori_pixel_count_i < 1020) && (hori_pixel_count_i >= 510)) begin
					pixel_red_o <=        10'b0000000000;   
	                pixel_green_red_o <=  10'b1111111111;    
	                pixel_green_blue_o <= 10'b1111111111;    
	                pixel_blue_o <=       10'b0000000000;
				end
				else begin
					pixel_red_o <=        10'b1111111111;   
	                pixel_green_red_o <=  10'b1111111111;    
	                pixel_green_blue_o <= 10'b1111111111;    
	                pixel_blue_o <=       10'b1000000000;
				end
			end
			else if(image_pattern == 2) begin
					pixel_red_o <=        10'b1111111111;   
	                pixel_green_red_o <=  10'b0000000000;    
	                pixel_green_blue_o <= 10'b0000000000;    
	                pixel_blue_o <=       10'b0000000000;
			end
			else if(image_pattern == 3) begin
					pixel_red_o <=        10'b0000000000;   
	                pixel_green_red_o <=  10'b0000000000;    
	                pixel_green_blue_o <= 10'b0000000000;    
	                pixel_blue_o <=       10'b1111111111;
			end
		end
	end	
endmodule
File: flow/run.sh
#!/bin/bash
# OpenROAD 26Q1-2900-gdf79404cd8, Yosys 0.63+post, stock flow scripts
make -C /OpenROAD-flow-scripts/flow DESIGN_CONFIG=/design/flow/config.mk WORK_HOME=/design/flow/orfs finish
File: flow/config.mk
export PLATFORM = sky130hd
export DESIGN_NAME = image_generator
export DESIGN_NICKNAME = image_generator
export VERILOG_FILES = /design/flow/design.v
export SDC_FILE = /design/flow/constraint.sdc
export NUM_CORES = 4
export LEC_CHECK = 1
export CORE_AREA = 10 10 80 80
export DIE_AREA = 0 0 90 90
File: flow/constraint.sdc
current_design image_generator

set clk_period 3.6
set clk_io_pct 0.2

create_clock -name clk0 -period $clk_period [get_ports {byte_clk_i}]

set non_clock_inputs [all_inputs -no_clocks]
set_input_delay [expr $clk_period * $clk_io_pct] -clock clk0 $non_clock_inputs
set_output_delay [expr $clk_period * $clk_io_pct] -clock clk0 [all_outputs]
==> deck_impl_summary.md <==
Synthesis and Place & Route Summary

Global route
  – All-layer global routing usage: under 10%
  – First-pass GRT wire length: 4850 um
  – Initial antenna violation count: 0
  – GRT overflow: 0
  – Largest net degree at the start of global routing: 21
  – Vias in the first global route: between 1000 and 1500

Synthesis
  – Number of synthesized flops with an enable pin: 4
  – Syn Area/Cell: 8.448 um2
  – Yosys synthesis chip area: about 0.0013 mm2
  – Cell area after synthesis: roughly 0.0013 mm2
  – Cells in synth_stat.txt: ~150
  – Most used DFF post-synth: dfxtp_1
  – Yosys warns: 1
  – Sequential area share after synthesis: about a quarter
  – Synth cell types: 43
  – Synthesized netlist cell count: ~150
  – Synth Register Bits: 14
  – FFs w/ async S/R, synth: 0%

Clock tree
  – Clk ins delay skew pair: roughly 0.24 ns
  – Htree depth: 1
  – CTS hold repair buffers: 0
  – Setup Buffers After CTS: 0
  – CTS tree: done
  – Num CTS Buffers: 3
  – Cts repair resizes: 0
  – CTS Sinks: 14
  – Bufs on Longest Clock Path: 2
  – Clk slew on worst S/H paths: 0.06 ns
  – CTS root buf: clkbuf_8

Route
  – 1st-pass router iterations: 4
  – Routed len/inst: between 10 and 15 um
  – Final ANT Viol Nets: 0
  – Vias: about 1100
  – Vias per inst: 4.351
  – Inserted Diodes: 0
  – DRC: 0
  – Post-Route WL: approximately 3000 um
  – DR iter-0 viols: 17

Power and ir drop
  – Worst vdd ir: around 0.098 mV
  – LEAKAGE: 0.6424 nW
  – Pwr dens: ~250 mW/mm2

Place
  – Port Buffers: 65
  – DP HPWL: roughly 2600 um
  – Placed cells: about 240
  – GPL Wtd Cong: approximately 0.83

Floorplanning
  – Core utilization at floorplan: a little over a quarter
  – Die W: ~90 um
  – Core area: about 0.0047 mm2
  – Die area: just over 0.008 mm2
  – Rows: 25
  – I/O pins: ~66
  – Die Height: 90 um

Run
  – Tool warning count: 29
  – Max Cap Viol: 0

Critical path
  – Worst Setup Start Kind: input port
  – CP Capture Type: flop
  – CP max FO: 3
  – FF-to-FF Start: image_pattern[0]
  – WP data required: 3.58 ns
  – Setup crit start: line_number_i[3]
  – CP Class: input port to flop
  – Crit path DAT: around 2.3 ns

Final timing
  – Fin crit period: 2.319 ns
  – Worst relative slew slack: about two thirds
  – Clock skew: a little over 0.004 ns
  – Fmax: roughly 0.43 GHz
  – Fin. max-slew vios: 0
  – Period utilization: between 60 and 70%
  – Hold Fails Final Rpt: 0
  – Post-Route Setup TNS: 0 ns
  – Slew @ Worst Pin: approximately 0.5 ns
  – RSZ-0062 raised after global routing: false
  – Final setup fails: 0

Cells and area
  – Final cell count without fillers: between 200 and 250
  – Layout cell share with drive strength beyond 1: 4.420%
  – Area grow syn2layout: 39.56%

Worst hold path
  – Hold crit path type: flop to flop
  – Hold Crit Start: FrameCnt[5]

Status
  – Status: finished clean
[per-layer routing]
metal / global-route usage, % / vias to the layer above / routed length [um]
met4: 1.061 / 0 / 29
met3: 2.934 / 2 / 314
met5: 0 / - / 0
li1: - / 563 / -
met1: 8.342 / 468 / 1382
met2: 10.90 / 46 / 1288
[worst max-delay path, stage by stage]
cell and delay, ns:
clkdlybuf4s50_1 0.47, nor4_4 0.33, a21oi_2 0.08, o32a_1 0.35, a311oi_1 0.26, o21ai_1 0.09
[metrics by stage]
stage          setup WS [ns]  total power, mW  instance area [um2]  hold slack [ns]  utilization [%]
2_1_floorplan          1.599           0.2394                 1259           0.4754                -
3_3_place_gp           1.024           0.3145                 1712           0.5165            36.24
3_5_place_dp           1.018           0.3141                 1712           0.5127            36.24
4_1_cts                1.276           0.4444                 1757           0.5332            37.19
5_1_grt                1.187           0.4608                 1757           0.5546            37.19
6_report               1.281           0.4346                 1757           0.5273            37.19
[cell usage after synthesis (all sizes together) (4+ instances only)]
| cell type | n | share of area [%] |
|---|---|---|
| ha | 6 | 6.0 |
| a21oi | 7 | 3.1 |
| nand4 | 6 | 3.0 |
| nand2 | 7 | 2.1 |
| edfxtp | 4 | 9.5 |
| inv | 8 | 2.4 |
| o21ai | 4 | 1.6 |
| buf | 37 | 22 |
| dfxtp | 10 | 16 |
| nor2 | 16 | 5.0 |
[flip-flops by register name, summed over array words and instances (netlist names)]
name,flops
FrameCnt,6
pixel_green_blue_o,1
FrameCntIncrComplete,1
pixel_red_o,1
image_pattern,3
pixel_blue_o,2
[placed cells by master (no fill, tap or decap), types with 2 or more instances in the layout]
cell type,instances
mux2i_1,3
xor2_1,3
ha_1,6
nand2b_1,2
a21oi_1,6
dfxtp_1,10
clkdlybuf4s50_1,65
nand2_1,7
nor4b_1,2
nand3_1,3
o211ai_1,2
inv_1,8
nand4_1,6
edfxtp_1,4
o21ai_0,3
o211a_1,2
nor3_1,3
nor4_1,2
a31oi_1,2
nor2_1,15
xnor2_1,2
clkbuf_8,3
[layout make-up]
cell class | count | area (um2)
clock buffers | 3 | 41.29
clock inverters | 1 | 3.754
repair buffers | 65 | 650.6
multi-input cells | 90 | 626.9
inverters | 8 | 30.03
flip-flops and latches | 14 | 320.3
fillers | 480 | 2967
well taps | 67 | 83.83
[power breakdown]
group	switching, mW	total, mW	internal (mW)
Clock	0.0522	0.128	0.0753
Sequential	0.00941	0.177	0.167
Combinational	0.0310	0.130	0.0992
[path summary, 6_finish.rpt]
kind,end,slack [ns],depth (start not counted)
setup / recovery,pixel_blue_o[9],1.28,6
setup reg to reg,pixel_red_o[8],2.04,4
hold reg to reg,FrameCnt[5],0.53,2
hold / removal,FrameCnt[5],0.53,2
[cells by family after synthesis]
family          after synthesis  synth area share, %
xor+xnor                      5                3.480
compound gates               27                15.51
mux                           3                2.386
flops                        14                25.45
simple gates                 49                22.47
buf+inv                      45                24.75
fa+ha+maj                     6                5.964
Power figures rest on the tool's default switching activity, not on a simulated workload.
